<file path="design.v">
module decode( 
	      input writeEn,
	      input [1:0] RegDst,
	      input [2:0] MemWB_WriteRegSel,   
              input [15:0] wt_data,               
              input [15:0] instruction,           
              input clk,
	      input rst,
	      output err,
	      output [2:0] IFID_WriteRegSel,
	      output [15:0] rd_data1,
	      output [15:0] rd_data2   
              );
assign IFID_WriteRegSel = (RegDst == 2'b00)? instruction[4:2]:             
                          (RegDst == 2'b01)? instruction[7:5]:
        	          (RegDst == 2'b10)? instruction[10:8]: 
			                     3'b111;
rf_bypass reg_file( 
	           .readData1(rd_data1),
                   .readData2(rd_data2),
		   .err(err),
		   .clk(clk),
		   .rst(rst), 
		   .readReg1Sel(instruction[10:8]),
		   .readReg2Sel(instruction[7:5]),
		   .writeRegSel(MemWB_WriteRegSel),
		   .writeData(wt_data),
		   .writeEn(writeEn));
endmodule
module dff_en (q, d, clk, rst, en);
    output         q;
    input          d;
    input          clk;
    input          rst;
    input          en;  
    reg            state;
    assign #(1) q = state;
    always @(posedge clk) begin
      state = rst? 0 :(en)? d:state;
    end
endmodule
module register(q,d,clk,rst,en);
input [15:0] d;
input clk,rst;
output [15:0] q;
input en;
   dff_en dff_b0(.q(q[0]),.d(d[0]),.clk(clk),.rst(rst),.en(en));
   dff_en dff_b1(.q(q[1]),.d(d[1]),.clk(clk),.rst(rst),.en(en));
   dff_en dff_b2(.q(q[2]),.d(d[2]),.clk(clk),.rst(rst),.en(en));
   dff_en dff_b3(.q(q[3]),.d(d[3]),.clk(clk),.rst(rst),.en(en));
   dff_en dff_b4(.q(q[4]),.d(d[4]),.clk(clk),.rst(rst),.en(en));
   dff_en dff_b5(.q(q[5]),.d(d[5]),.clk(clk),.rst(rst),.en(en));
   dff_en dff_b6(.q(q[6]),.d(d[6]),.clk(clk),.rst(rst),.en(en));
   dff_en dff_b7(.q(q[7]),.d(d[7]),.clk(clk),.rst(rst),.en(en));
   dff_en dff_b8(.q(q[8]),.d(d[8]),.clk(clk),.rst(rst),.en(en));
   dff_en dff_b9(.q(q[9]),.d(d[9]),.clk(clk),.rst(rst),.en(en));
   dff_en dff_b10(.q(q[10]),.d(d[10]),.clk(clk),.rst(rst),.en(en));
   dff_en dff_b11(.q(q[11]),.d(d[11]),.clk(clk),.rst(rst),.en(en));
   dff_en dff_b12(.q(q[12]),.d(d[12]),.clk(clk),.rst(rst),.en(en));
   dff_en dff_b13(.q(q[13]),.d(d[13]),.clk(clk),.rst(rst),.en(en));
   dff_en dff_b14(.q(q[14]),.d(d[14]),.clk(clk),.rst(rst),.en(en));
   dff_en dff_b15(.q(q[15]),.d(d[15]),.clk(clk),.rst(rst),.en(en));
endmodule
module rf (
           readData1, readData2, err,
           clk, rst, readReg1Sel, readReg2Sel, writeRegSel, writeData, writeEn
           );
   input        clk, rst;
   input [2:0]  readReg1Sel;
   input [2:0]  readReg2Sel;
   input [2:0]  writeRegSel;
   input [15:0] writeData;
   input        writeEn;
   output [15:0] readData1;
   output [15:0] readData2;
   output        err;
  wire [15:0] q0,q1,q2,q3,q4,q5,q6,q7;
  wire [15:0] d0,d1,d2,d3,d4,d5,d6,d7;
  wire [15:0] temp;
  assign d0 = writeEn? {(writeRegSel == 3'b000)? writeData: q0} : q0;
  assign d1 = writeEn? {(writeRegSel == 3'b001)? writeData: q1} : q1;
  assign d2 = writeEn? {(writeRegSel == 3'b010)? writeData: q2} : q2;
  assign d3 = writeEn? {(writeRegSel == 3'b011)? writeData: q3} : q3;
  assign d4 = writeEn? {(writeRegSel == 3'b100)? writeData: q4} : q4;
  assign d5 = writeEn? {(writeRegSel == 3'b101)? writeData: q5} : q5;
  assign d6 = writeEn? {(writeRegSel == 3'b110)? writeData: q6} : q6;
  assign d7 = writeEn? {(writeRegSel == 3'b111)? writeData: q7} : q7;
  register r0(.clk(clk),.rst(rst),.q(q0),.d(d0),.en(writeEn));
  register r1(.clk(clk),.rst(rst),.q(q1),.d(d1),.en(writeEn));
  register r2(.clk(clk),.rst(rst),.q(q2),.d(d2),.en(writeEn));
  register r3(.clk(clk),.rst(rst),.q(q3),.d(d3),.en(writeEn));
  register r4(.clk(clk),.rst(rst),.q(q4),.d(d4),.en(writeEn));
  register r5(.clk(clk),.rst(rst),.q(q5),.d(d5),.en(writeEn));
  register r6(.clk(clk),.rst(rst),.q(q6),.d(d6),.en(writeEn));
  register r7(.clk(clk),.rst(rst),.q(q7),.d(d7),.en(writeEn)); 
  assign readData1 = (readReg1Sel == 3'b000)? q0: 
		     (readReg1Sel == 3'b001)? q1:
    	             (readReg1Sel == 3'b010)? q2:
    	             (readReg1Sel == 3'b011)? q3:
    	             (readReg1Sel == 3'b100)? q4:
    	             (readReg1Sel == 3'b101)? q5:
    	             (readReg1Sel == 3'b110)? q6:
    	             (readReg1Sel == 3'b111)? q7:16'b0;
  assign readData2 = (readReg2Sel == 3'b000)? q0: 
		     (readReg2Sel == 3'b001)? q1:
    	             (readReg2Sel == 3'b010)? q2:
    	             (readReg2Sel == 3'b011)? q3:
    	             (readReg2Sel == 3'b100)? q4:
    	             (readReg2Sel == 3'b101)? q5:
    	             (readReg2Sel == 3'b110)? q6:
    	             (readReg2Sel == 3'b111)? q7:16'b0;   
assign  temp = ^({^readData1,^writeData, ^readData2,^q0,^q1,^q2,^q3,^q4,^q5,^q6,^q7,^d0,^d1,^d2,^d3,^d4,^d5,^d6,^d7});    
assign err= (temp==1'bx) ? 1:0;    
endmodule
module rf_bypass (
                  readData1, readData2, err,
                  clk, rst, readReg1Sel, readReg2Sel, writeRegSel, writeData, writeEn
                  );
   input        clk, rst;
   input [2:0]  readReg1Sel;
   input [2:0]  readReg2Sel;
   input [2:0]  writeRegSel;
   input [15:0] writeData;
   input        writeEn;
   output [15:0] readData1;
   output [15:0] readData2;
   output        err;
wire [15:0] readDataWrapper1,readDataWrapper2;
rf iDUT( 
        .readData1(readDataWrapper1),
        .readData2(readDataWrapper2),
       	.err(err),
        .clk(clk),
	.rst(rst), 
	.readReg1Sel(readReg1Sel), 
	.readReg2Sel(readReg2Sel), 
	.writeRegSel(writeRegSel), 
	.writeData(writeData), 
	.writeEn(writeEn)
        );
assign readData1 = (readReg1Sel == writeRegSel)? {writeEn? writeData:readDataWrapper1 }: readDataWrapper1;
assign readData2 = (readReg2Sel == writeRegSel)? {writeEn? writeData:readDataWrapper2 }:readDataWrapper2;
endmodule 
</file>
<file path="run.sh">
#!/bin/bash
# OpenROAD 26Q1-2900-gdf79404cd8, Yosys 0.63+post, stock flow scripts
make -C /OpenROAD-flow-scripts/flow DESIGN_CONFIG=/design/flow/config.mk WORK_HOME=/design/flow/orfs finish
</file>
<file path="config.mk">
export PLATFORM = sky130hd
export DESIGN_NAME = decode
export DESIGN_NICKNAME = decode
export VERILOG_FILES = /design/flow/design.v
export SDC_FILE = /design/flow/constraint.sdc
export NUM_CORES = 4
export LEC_CHECK = 1
export CORE_UTILIZATION = 50
</file>
<file path="constraint.sdc">
current_design decode

set clk_period 7.9
set clk_io_pct 0.2

create_clock -name clk0 -period $clk_period [get_ports {clk}]

set non_clock_inputs [all_inputs -no_clocks]
set_input_delay [expr $clk_period * $clk_io_pct] -clock clk0 $non_clock_inputs
set_output_delay [expr $clk_period * $clk_io_pct] -clock clk0 [all_outputs]
</file>
==> results.json <==
{
  "status": "complete, no violations",
  "required_ps": 6320,
  "yosys.area.top_type_share_pct": 33.0,
  "detail_route.wl_per_cell_um": 20.7,
  "max_stage_delay_ps": 600,
  "gr-usage-all-layers_pct": 33.6,
  "mux_area_share_pct": 14.4,
  "drt_iter0_markers": 698,
  "finalHoldViolCount": 0,
  "diodes": 0,
  "hold_path.startpoint": "reg_file.iDUT.r3.dff_b13.state",
  "tightest_slew_ps": 881,
  "setup_tns_ps": 0,
  "crit_chain": "clkdlybuf4s50_1 > buf_4 > nand2b_1 > o22a_1 > o31ai_1 > clkdlybuf4s50_1",
  "clkLatencyLatePin_ps": 420,
  "powerDensity_mw_per_mm2": 193,
  "ff_type": "dfxtp_1",
  "fillers": 1275,
  "warning_count": 32,
  "avgViaCountPerCell": 5.96,
  "gp_congestion": 0.854,
  "grt_pass1_vias": 7086,
  "synth_top_cell_by_area": "dfxtp_1",
  "busiest_layer": "met2",
  "cts-resized-gates": 0,
  "cts_max_level": 4,
  "fin_skew_ps": 0,
  "clock.fmax_mhz": 165,
  "hold_path_class": "register to register",
  "path_class": "input pin to output pin",
  "synth.area.top_cells": "dfxtp_1 (33%), nand2_1 (14%), a21oi_1 (11%)",
  "grt_max_degree": 68,
  "postCtsSetupBuffers": 0,
  "edf_count": 0,
  "regToRegStartpoint": "reg_file.iDUT.r1.dff_b15.state",
  "synth.distinct_cells": 46,
  "cts_tree": "done",
  "io_pins": 76,
  "met2_usage_pct": 51.1,
  "grtUsageMet3_pct": 11.3,
  "ys_top_cells_by_count": "nand2_1 (298), a21oi_1 (163), dfxtp_1 (128)",
  "rows": 45,
  "core_area_mm2": 0.0151,
  "crit_start": "instruction[10]",
  "rr_worst_depth": 2,
  "maxSlewHeadroom_pct": 41.3,
  "cp-end-kind": "output pin",
  "fp_util_pct": 51.2,
  "ctsHoldBuffers": 0,
  "slew_violations": 0,
  "fin_util_pct": 58.7,
  "crit_family": "buffers and inverters",
  "io_buffers": 67,
  "synth.most_common_cell": "nand2_1",
  "ant_nets": 0,
  "die_area_mm2": 0.0160,
  "ys_ff": 128,
  "yosys.area_share.simple_pct": 24.4,
  "maxCapViolations": 0,
  "cp_num_buf_inv": 3,
  "crit_path_start_kind": "input pin",
  "ctsLongestPathBuffers": 2,
  "cellLeakagePower_uw": 0.00308,
  "worstPathArrival_ps": 4480,
  "drive_gt1_share_pct": 12.2,
  "crit_top_cell": "clkdlybuf4s50_1",
  "ys_cells": 989,
  "synth-compound-area-share_pct": 20.3,
  "min_period_ps": 6060,
  "grt_pass1_wl_um": 39100,
  "clkTransAtPathRegs_ps": 50,
  "ys_seq_share_pct": 33.0,
  "area_delta_synth_final_pct": 14.6,
  "hold_depth": 2,
  "die_h_um": 127,
  "crit_path_top_delay_cell": "nand2b_1",
  "drcViolationCount": 0,
  "antenna_found_initial": 0,
  "async_flop_share_pct": 0,
  "cts_sinks": 128,
  "setup_viol": 0,
  "grt_util_met1_pct": 49.0,
  "xor_share_pct": 0.677,
  "path_depth": 6,
  "numCtsBuffers": 17,
  "rsz0062_at_grt": "no",
  "avgSynthCellArea_um2": 7.84,
  "top_logic_kind": "simple AND/OR/NAND/NOR gates",
  "yosysWarningCount": 1,
  "fa_ha_area_share_pct": 0,
  "dieWidth_um": 127,
  "path_max_fanout": 28,
  "fin_crit_sh_pct": 76.7,
  "vdd_ir_drop_max_v": 0.000168,
  "syn_area_mm2": 0.00776,
  "root_buffer": "clkbuf_16",
  "first_pass_iters": 7,
  "wl_um": 24900,
  "vias": 7192,
  "synthCells": 989,
  "grt_remaining_overflow": 0,
  "dpl.hpwl_um": 14300,
  "ys_area_mm2": 0.00776
}
cells by family (layout without fill, tap and decap cells):
group | count (synthesis) | after routing
AOI/OAI and AO/OA | 254 | 254
xor gates and xnor gates | 6 | 6
buffers and inverters | 97 | 127
DFF | 128 | 128
muxes | 76 | 76
other | 1 | 1
and+or+nand+nor | 427 | 427
area by class of cell:
| type | count | area (um^2) | area share [%] |
|---|---|---|---|
| clock inverters | 10 | 134 | 1.51 |
| flip-flops and latches | 128 | 2560 | 28.8 |
| well taps | 188 | 235 | 2.64 |
| inverters | 1 | 3.75 | 0.0422 |
| multi-input cells | 764 | 4640 | 52.2 |
| clock buffers | 22 | 474 | 5.33 |
| repair buffers | 94 | 846 | 9.51 |
worst register-to-register path, cell delays in order, from the launching register on:
cell     delay, ps
dfxtp_1        390
nand2_1         80
a21oi_1        150
final timing paths:
check,endpoint,slack (ps)
worst min-delay path,reg_file.iDUT.r3.dff_b13.state,460
worst min register to register,reg_file.iDUT.r3.dff_b13.state,460
worst max register to register,reg_file.iDUT.r1.dff_b15.state,7210
worst max-delay path,rd_data1[5],1840
through the flow:
stage	total power (uW)	cells	hold slack (ps)	worst slack, ps	cell area [um^2]
CTS	1730	1207	467	1990	8890
detailed placement	921	1175	459	2050	8290
global route	1780	1207	490	1860	8890
finish	1720	1207	464	1840	8890
floorplan	836	989	442	3770	7760
global placement	918	1175	450	2000	8290
layout by cell type, fill, tap and decap left out, types with 17 or more instances in the layout:
cell,instances
clkbuf_16,17
mux2i_1,41
clkdlybuf4s50_1,61
mux4_2,28
dfxtp_1,128
buf_4,28
nand2_1,298
nor2b_1,32
a21oi_1,163
nand2b_1,18
nor2_1,42
metal layers:
layer  part of all wire (%)  vias to the layer above  wire (um)
met5                      0                        -          0
met4                    1.7                        0        423
met3                     11                       31       2840
met2                     44                      361      10900
met1                     43                     3371      10800
li1                       -                     3429          -
power by group:
| part | switching, uW | internal, uW | total (uW) | leakage (uW) |
|---|---|---|---|---|
| logic | 137 | 104 | 240 | 0.00175 |
| registers | 10.1 | 660 | 670 | 0.00104 |
| clock network | 291 | 519 | 810 | 0.000296 |
| total | 437 | 1280 | 1720 | 0.00308 |
No activity file was given, so power comes from the tool's default toggle rates.
