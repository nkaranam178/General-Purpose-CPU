### ./config.mk
export PLATFORM = sky130hd
export DESIGN_NAME = EXMem_Reg
export DESIGN_NICKNAME = EXMem_Reg
export VERILOG_FILES = /design/flow/design.v
export SDC_FILE = /design/flow/constraint.sdc
export NUM_CORES = 4
export LEC_CHECK = 1
export CORE_UTILIZATION = 30
### ./design.v
module EXMem_Reg(     
                     EXMem_DMemDump,
		     EXMem_DMemWrite,
		     EXMem_DMemEn,
		     EXMem_new_PC,
		     EXMem_alu_result,
                     EXMem_rd_data2,
		     EXMem_MemToReg,
		     EXMem_WriteRegSel,
		     EXMem_RegWrite,
		     EXMem_RegDst,
                     EXMem_take_branch_or_jump,                   
                     EXMem_instruction,
                     IDEX_instruction,
                     IDEX_new_PC,
	             IDEX_alu_result,
		     IDEX_RegWrite,
                     IDEX_rd_data2,
		     IDEX_DMemWrite,
		     IDEX_take_branch_or_jump,
                     IDEX_DMemEn,
		     IDEX_MemToReg,
		     IDEX_DMemDump,
		     IDEX_WriteRegSel,
		     IDEX_RegDst, 
                     clk,
		     rst,
		     en);
input [2:0] IDEX_WriteRegSel;
input clk,rst;
input [1:0] IDEX_RegDst;
input IDEX_RegWrite,IDEX_take_branch_or_jump,IDEX_DMemWrite,IDEX_DMemEn,IDEX_MemToReg,IDEX_DMemDump,en;
input [15:0] IDEX_new_PC,IDEX_alu_result,IDEX_rd_data2, IDEX_instruction;
output [2:0] EXMem_WriteRegSel;
output [1:0] EXMem_RegDst;
output EXMem_take_branch_or_jump,EXMem_RegWrite,EXMem_DMemDump,EXMem_DMemWrite,EXMem_DMemEn,EXMem_MemToReg; 
output [15:0] EXMem_alu_result, EXMem_new_PC, EXMem_rd_data2, EXMem_instruction;
register_3bit EXMem_WriteRegSel_Reg(.q(EXMem_WriteRegSel),.d(IDEX_WriteRegSel),.clk(clk),.rst(rst|IDEX_take_branch_or_jump),.en(en));
register_1bit EXMem_DMemWrite_Reg(.q(EXMem_DMemWrite),.d(IDEX_DMemWrite),.clk(clk),.rst(rst|IDEX_take_branch_or_jump),.en(en));
register_1bit EXMem_DMemDump_Reg(.q(EXMem_DMemDump),.d(IDEX_DMemDump),.clk(clk),.rst(rst|IDEX_take_branch_or_jump),.en(en));
register_1bit EXMem_DMemEn_Reg(.q(EXMem_DMemEn),.d(IDEX_DMemEn),.clk(clk),.rst(rst|IDEX_take_branch_or_jump),.en(en));
register_1bit EXMem_MemToReg_Reg(.q(EXMem_MemToReg),.d(IDEX_MemToReg),.clk(clk),.rst(rst|IDEX_take_branch_or_jump),.en(en));
register_1bit EXMem_RegWrite_Reg(.q(EXMem_RegWrite),.d(IDEX_RegWrite),.clk(clk),.rst(rst|IDEX_take_branch_or_jump),.en(en));
register_2bit EXMem_RegDst_Reg(.q(EXMem_RegDst),.d(IDEX_RegDst),.clk(clk),.rst(rst|IDEX_take_branch_or_jump),.en(en));
register_1bit EXMem_take_branch_or_jump_Reg(.q(EXMem_take_branch_or_jump),.d(IDEX_take_branch_or_jump),.clk(clk),.rst(rst),.en(en));
register EXMem_alu_result_Reg(.q(EXMem_alu_result),.d(IDEX_alu_result),.clk(clk),.rst(rst|IDEX_take_branch_or_jump),.en(en));
register EXMem_new_PC_Reg(.q(EXMem_new_PC),.d(IDEX_new_PC),.clk(clk),.rst(rst|IDEX_take_branch_or_jump),.en(en));
register EXMem_rd_data2_Reg(.q(EXMem_rd_data2),.d(IDEX_rd_data2),.clk(clk),.rst(rst|IDEX_take_branch_or_jump),.en(en));
register EXMem_instruction_Reg(.q(EXMem_instruction),.d(IDEX_instruction),.clk(clk),.rst(rst|IDEX_take_branch_or_jump),.en(en));
endmodule
module dff_en (q, d, clk, rst, en);
    output         q;
    input          d;
    input          clk;
    input          rst;
    input          en;  
    reg            state;
    assign #(1) q = state;
    always @(posedge clk) begin
      state = rst? 0 :(en)? d:state;
    end
endmodule
module register(q,d,clk,rst,en);
input [15:0] d;
input clk,rst;
output [15:0] q;
input en;
   dff_en dff_b0(.q(q[0]),.d(d[0]),.clk(clk),.rst(rst),.en(en));
   dff_en dff_b1(.q(q[1]),.d(d[1]),.clk(clk),.rst(rst),.en(en));
   dff_en dff_b2(.q(q[2]),.d(d[2]),.clk(clk),.rst(rst),.en(en));
   dff_en dff_b3(.q(q[3]),.d(d[3]),.clk(clk),.rst(rst),.en(en));
   dff_en dff_b4(.q(q[4]),.d(d[4]),.clk(clk),.rst(rst),.en(en));
   dff_en dff_b5(.q(q[5]),.d(d[5]),.clk(clk),.rst(rst),.en(en));
   dff_en dff_b6(.q(q[6]),.d(d[6]),.clk(clk),.rst(rst),.en(en));
   dff_en dff_b7(.q(q[7]),.d(d[7]),.clk(clk),.rst(rst),.en(en));
   dff_en dff_b8(.q(q[8]),.d(d[8]),.clk(clk),.rst(rst),.en(en));
   dff_en dff_b9(.q(q[9]),.d(d[9]),.clk(clk),.rst(rst),.en(en));
   dff_en dff_b10(.q(q[10]),.d(d[10]),.clk(clk),.rst(rst),.en(en));
   dff_en dff_b11(.q(q[11]),.d(d[11]),.clk(clk),.rst(rst),.en(en));
   dff_en dff_b12(.q(q[12]),.d(d[12]),.clk(clk),.rst(rst),.en(en));
   dff_en dff_b13(.q(q[13]),.d(d[13]),.clk(clk),.rst(rst),.en(en));
   dff_en dff_b14(.q(q[14]),.d(d[14]),.clk(clk),.rst(rst),.en(en));
   dff_en dff_b15(.q(q[15]),.d(d[15]),.clk(clk),.rst(rst),.en(en));
endmodule
module register_1bit(input d,
                     input clk,
                     input rst,
                     input en,
                     output q);
dff_en dff_bit0(.q(q),.d(d),.clk(clk),.rst(rst),.en(en));
endmodule
module register_2bit(input [1:0] d,
   	 	     input clk,
                     input rst,
                     input en,
                     output [1:0] q);
dff_en dff_bit0(.q(q[0]),.d(d[0]),.clk(clk),.rst(rst),.en(en));
dff_en dff_bit1(.q(q[1]),.d(d[1]),.clk(clk),.rst(rst),.en(en));
endmodule
module register_3bit( output [2:0] q,
                      input clk,
                      input rst,
                      input en,
                      input [2:0] d);
dff_en dff_bit0(.q(q[0]),.d(d[0]),.clk(clk),.rst(rst),.en(en));
dff_en dff_bit1(.q(q[1]),.d(d[1]),.clk(clk),.rst(rst),.en(en));
dff_en dff_bit2(.q(q[2]),.d(d[2]),.clk(clk),.rst(rst),.en(en));
endmodule
### ./constraint.sdc
current_design EXMem_Reg

set clk_period 2.3
set clk_io_pct 0.2

create_clock -name clk0 -period $clk_period [get_ports {clk}]

set non_clock_inputs [all_inputs -no_clocks]
set_input_delay [expr $clk_period * $clk_io_pct] -clock clk0 $non_clock_inputs
set_output_delay [expr $clk_period * $clk_io_pct] -clock clk0 [all_outputs]
### ./run.sh
#!/bin/bash
# OpenROAD 26Q1-2900-gdf79404cd8, Yosys 0.63+post, stock flow scripts
make -C /OpenROAD-flow-scripts/flow DESIGN_CONFIG=/design/flow/config.mk WORK_HOME=/design/flow/orfs finish
==> flow_metrics.tcl <==
# place-and-route summary
set metrics [dict create \
    cp_data_required_time_ns 2.49 \
    min_to "EXMem_new_PC_Reg.dff_b3.state" \
    top_cells_by_count "75 x dfxtp_1, 75 x mux2i_1, 75 x nor2_1" \
    n_fill_cell 1009 \
    wl_per_cell_um 11.9 \
    ys_seq_share_pct 45.7 \
    rsz0062_at_grt "false" \
    initial_core_util_pct 31.4 \
    wirelength_um 6340 \
    skew_ns 0 \
    worstPathArrival_ns 1.82 \
    first_pass_iters 3 \
    slew_headroom_pct 49.0 \
    cap_violations 0 \
    portBuffers 152 \
    via_per_inst 3.98 \
    syn_area_per_cell_um2 10.5 \
    r2r-start "EXMem_alu_result_Reg.dff_b1.state" \
    core_area_mm2 0.0105 \
    cts_buffer_depth 2 \
    synthArstFlopShare_pct 0 \
    drc_errors 0 \
    ant_nets 0 \
    post_cts_buffers 0 \
    cts_tree "built" \
    grt_pass1_wl_um 9860 \
    crit_path_end_kind "register" \
    worst_pin_slew_ns 0.766 \
    pwr_density_cell_mw_per_mm2 637 \
    finalNonFillerCells 531 \
    critPathKind "input port to register" \
    ios 153 \
    dp_cells 516 \
    syn_inst 312 \
    setup_viol 0 \
    fin_crit_sh_pct 70.8 \
    grt_usage_pct 11.0 \
    die_w_um 107 \
    final_hold_viol_count 0 \
    chipArea_mm2 0.0114 \
    clk_pin_slew_ns 0.08 \
    logic_area_mm2 0.00104 \
    hold_class "register to register" \
    syn-cell-area_mm2 0.00328 \
    cts-root-buf "clkbuf_8" \
    cp_max_fo 74 \
    overflow 0 \
    clock_latency_ns 0.33 \
    netlist.area_leader.share_pct 45.7 \
    area_leaders "dfxtp_1 46%, mux2i_1 23%, buf_4 16%, nor2_1 8.6%, buf_12 3.7%" \
    drt_iter0_markers 56 \
    drv_slew 0 \
    synth_flops 75 \
    hold_buffers 0 \
    critPathSlowestCell "buf_4" \
    area_growth_pct 36.4 \
    dieHeight_um 107 \
    warnings 25 \
    dr_total_vias 2111 \
    worstSetupStartpointType "input port" \
    yosysChipArea_mm2 0.00328 \
    crit_chain "clkdlybuf4s50_1 > or2_2 > buf_4 > nor2_1" \
    cellLeakagePower_nw 1.83 \
    register_area_mm2 0.00150 \
    tns_ns 0 \
    htree_levels 3 \
    place.gp.congestion 0.723 \
    post_cts_resized 0 \
    edf_count 0 \
    yosysCellCount 312 \
    grt_pass1_vias 2047 \
    clkSinkCount 75 \
    drive_gt1_share_pct 4.81 \
    worst_path_largest_cell_delay_ns 0.58 \
    dp_hpwl_um 4260 \
    ir_drop_uv 328 \
    min_period_ns 1.63 \
    grt_max_degree 76 \
    power_mw 2.85 \
    antenna_found_initial 0 \
    antenna_cells_inserted 0 \
    numCtsBuffers 9 \
    rrSetupSlack_ns 1.65 \
    fmaxAchievable_mhz 614 \
    yosysTopAreaCell "dfxtp_1" \
    hold_depth 2 \
    reg2reg_to "EXMem_alu_result_Reg.dff_b1.state" \
    ys_types 8 \
    ff_type "dfxtp_1" \
    min-delay-start "EXMem_new_PC_Reg.dff_b3.state" \
    rows 37 \
    yosysWarnings 1 \
    outcome "complete, no violations" \
    reg2reg_depth 2 \
]
[per-stage QoR]
stage | cell area, um^2 | hold WS, ns | setup WS (ns) | util, %
detailed placement | 4260 | 0.482 | 0.329 | 40.7
global route | 4480 | 0.507 | 0.599 | 42.8
finish | 4480 | 0.493 | 0.672 | 42.8
global placement | 4260 | 0.472 | 0.363 | 40.7
floorplan | 3280 | 0.437 | 1.13 | -
CTS | 4480 | 0.502 | 0.639 | 42.8
[per-layer routing]
metal | wire [um] | up-vias | global-route usage (%)
li1 | - | 1089 | -
met1 | 2870 | 919 | 15.9
met2 | 2730 | 94 | 16.3
met3 | 651 | 9 | 4.22
met4 | 93 | 0 | 1.66
met5 | 0 | - | 0
[final cells by class]
cell class | count | share of cell area [%]
flip-flops and latches | 75 | 33.5
well taps | 136 | 3.80
clock inverters | 5 | 1.90
clock buffers | 10 | 3.07
repair buffers | 154 | 34.5
multi-input cells | 151 | 23.2
[report_power, final]
group	internal (mW)	total [mW]	switching [mW]
logic	0.249	0.357	0.107
registers	1.34	1.36	0.0207
clock network	0.643	1.13	0.491
[how the worst max path moves through the flow]
stage | depth (start not counted) | startpoint | to
after CTS | 1 | EXMem_instruction_Reg.dff_b3.state | EXMem_instruction[3]
after global routing | 4 | IDEX_take_branch_or_jump | EXMem_DMemWrite_Reg.dff_bit0.state
final | 4 | IDEX_take_branch_or_jump | EXMem_rd_data2_Reg.dff_b5.state
[cell usage in the layout (no fill, tap or decap), drive strengths merged]
cell,count
or2,1
clkdlybuf4s50,151
inv,2
clkinvlp,1
mux2i,75
buf,3
nor2,75
clkbuf,10
bufinv,2
dfxtp,75
[kinds of logic (layout without fill, tap and decap cells)]
| logic type | after synthesis | in the layout | synth area share, % |
|---|---|---|---|
| buffers and inverters | 86 | 169 | 22.6 |
| and+or+nand+nor | 76 | 76 | 8.77 |
| muxes | 75 | 75 | 22.9 |
| DFF | 75 | 75 | 45.7 |
[critical path, delay by kind of cell]
kind	cells	cell delay (ns)
buffers and inverters	2	1.07
AND/OR/NAND/NOR	2	0.22
