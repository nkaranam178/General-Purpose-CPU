### ./design.v
module IDEX_Reg(      
                     IDEX_rd_data1, 
		     IDEX_rd_data2,
		     IDEX_RegDst,
		     IDEX_SESel,
		     IDEX_RegWrite,
		     IDEX_DMemWrite,
                     IDEX_DMemEn,
		     IDEX_ALUSrc2,
		     IDEX_PCSrc,
		     IDEX_PCImm,
		     IDEX_MemToReg,
		     IDEX_DMemDump,
		     IDEX_Jump,
		     IDEX_WriteRegSel,
                     IDEX_instruction,
		     IDEX_increment,
                     rd_data1,
	             rd_data2,
		     RegDst,
		     SESel,
		     RegWrite,
		     DMemWrite,
                     DMemEn,
		     ALUSrc2,
		     PCSrc,
		     PCImm,
		     MemToReg,
		     DMemDump,
		     Jump,
                     clk,
		     rst,
		     IDEX_enable,
		     IFID_increment,
		     IFID_instruction,
	             IFID_WriteRegSel,
		     flush
                     );
input flush;
input [2:0] IFID_WriteRegSel;
input [15:0] rd_data1,rd_data2,IFID_instruction,IFID_increment;
input [2:0] SESel;
input [1:0] RegDst;
input RegWrite,DMemWrite,DMemEn,ALUSrc2,PCSrc,PCImm,MemToReg,DMemDump,Jump,clk,rst,IDEX_enable;
output [15:0] IDEX_rd_data1,IDEX_rd_data2,IDEX_instruction,IDEX_increment;
output [2:0] IDEX_SESel;
output [1:0] IDEX_RegDst;
output IDEX_RegWrite,IDEX_DMemWrite,IDEX_DMemEn,IDEX_ALUSrc2,IDEX_PCSrc,IDEX_PCImm,IDEX_MemToReg,IDEX_DMemDump,IDEX_Jump;
output [2:0] IDEX_WriteRegSel;
register_3bit IDEX_WriteRegSel_Reg(.q(IDEX_WriteRegSel),.d(IFID_WriteRegSel),.clk(clk),.rst(rst|flush),.en(IDEX_enable));
register_1bit IDEX_RegWrite_Reg(.q(IDEX_RegWrite),.d(RegWrite),.clk(clk),.rst(rst|flush),.en(IDEX_enable));
register_1bit IDEX_DMemWrite_Reg(.q(IDEX_DMemWrite),.d(DMemWrite),.clk(clk),.rst(rst|flush),.en(IDEX_enable));
register_1bit IDEX_DMemEn_Reg(.q(IDEX_DMemEn),.d(DMemEn),.clk(clk),.rst(rst|flush),.en(IDEX_enable));
register_1bit IDEX_ALUSrc2_Reg(.q(IDEX_ALUSrc2),.d(ALUSrc2),.clk(clk),.rst(rst|flush),.en(IDEX_enable));
register_1bit IDEX_PCSrc_Reg(.q(IDEX_PCSrc),.d(PCSrc),.clk(clk),.rst(rst|flush),.en(IDEX_enable));
register_1bit IDEX_PCImm_Reg(.q(IDEX_PCImm),.d(PCImm),.clk(clk),.rst(rst|flush),.en(IDEX_enable));
register_1bit IDEX_MemToReg_Reg(.q(IDEX_MemToReg),.d(MemToReg),.clk(clk),.rst(rst|flush),.en(IDEX_enable));
register_1bit IDEX_DMemDump_Reg(.q(IDEX_DMemDump),.d(DMemDump),.clk(clk),.rst(rst|flush),.en(IDEX_enable));
register_1bit IDEX_Jump_Reg(.q(IDEX_Jump),.d(Jump),.clk(clk),.rst(rst|flush),.en(IDEX_enable));
register_3bit IDEX_SESel_Reg(.q(IDEX_SESel),.d(SESel),.clk(clk),.rst(rst|flush),.en(IDEX_enable));
register_2bit IDEX_RegDst_Reg(.q(IDEX_RegDst),.d(RegDst),.clk(clk),.rst(rst|flush),.en(IDEX_enable));
register IDEX_rd_data1_Reg(.q(IDEX_rd_data1),.d(rd_data1),.clk(clk),.rst(rst|flush),.en(IDEX_enable));
register IDEX_rd_data2_Reg(.q(IDEX_rd_data2),.d(rd_data2),.clk(clk),.rst(rst|flush),.en(IDEX_enable));
register IDEX_instruction_Reg(.q(IDEX_instruction),.d(IFID_instruction),.clk(clk),.rst(rst|flush),.en(IDEX_enable));
register IDEX_increment_Reg(.q(IDEX_increment),.d(IFID_increment),.clk(clk),.rst(rst|flush),.en(IDEX_enable));
endmodule
module dff_en (q, d, clk, rst, en);
    output         q;
    input          d;
    input          clk;
    input          rst;
    input          en;  
    reg            state;
    assign #(1) q = state;
    always @(posedge clk) begin
      state = rst? 0 :(en)? d:state;
    end
endmodule
module register(q,d,clk,rst,en);
input [15:0] d;
input clk,rst;
output [15:0] q;
input en;
   dff_en dff_b0(.q(q[0]),.d(d[0]),.clk(clk),.rst(rst),.en(en));
   dff_en dff_b1(.q(q[1]),.d(d[1]),.clk(clk),.rst(rst),.en(en));
   dff_en dff_b2(.q(q[2]),.d(d[2]),.clk(clk),.rst(rst),.en(en));
   dff_en dff_b3(.q(q[3]),.d(d[3]),.clk(clk),.rst(rst),.en(en));
   dff_en dff_b4(.q(q[4]),.d(d[4]),.clk(clk),.rst(rst),.en(en));
   dff_en dff_b5(.q(q[5]),.d(d[5]),.clk(clk),.rst(rst),.en(en));
   dff_en dff_b6(.q(q[6]),.d(d[6]),.clk(clk),.rst(rst),.en(en));
   dff_en dff_b7(.q(q[7]),.d(d[7]),.clk(clk),.rst(rst),.en(en));
   dff_en dff_b8(.q(q[8]),.d(d[8]),.clk(clk),.rst(rst),.en(en));
   dff_en dff_b9(.q(q[9]),.d(d[9]),.clk(clk),.rst(rst),.en(en));
   dff_en dff_b10(.q(q[10]),.d(d[10]),.clk(clk),.rst(rst),.en(en));
   dff_en dff_b11(.q(q[11]),.d(d[11]),.clk(clk),.rst(rst),.en(en));
   dff_en dff_b12(.q(q[12]),.d(d[12]),.clk(clk),.rst(rst),.en(en));
   dff_en dff_b13(.q(q[13]),.d(d[13]),.clk(clk),.rst(rst),.en(en));
   dff_en dff_b14(.q(q[14]),.d(d[14]),.clk(clk),.rst(rst),.en(en));
   dff_en dff_b15(.q(q[15]),.d(d[15]),.clk(clk),.rst(rst),.en(en));
endmodule
module register_1bit(input d,
                     input clk,
                     input rst,
                     input en,
                     output q);
dff_en dff_bit0(.q(q),.d(d),.clk(clk),.rst(rst),.en(en));
endmodule
module register_2bit(input [1:0] d,
   	 	     input clk,
                     input rst,
                     input en,
                     output [1:0] q);
dff_en dff_bit0(.q(q[0]),.d(d[0]),.clk(clk),.rst(rst),.en(en));
dff_en dff_bit1(.q(q[1]),.d(d[1]),.clk(clk),.rst(rst),.en(en));
endmodule
module register_3bit( output [2:0] q,
                      input clk,
                      input rst,
                      input en,
                      input [2:0] d);
dff_en dff_bit0(.q(q[0]),.d(d[0]),.clk(clk),.rst(rst),.en(en));
dff_en dff_bit1(.q(q[1]),.d(d[1]),.clk(clk),.rst(rst),.en(en));
dff_en dff_bit2(.q(q[2]),.d(d[2]),.clk(clk),.rst(rst),.en(en));
endmodule
### ./run.sh
#!/bin/bash
# OpenROAD 26Q1-2900-gdf79404cd8, Yosys 0.63+post, stock flow scripts
make -C /OpenROAD-flow-scripts/flow DESIGN_CONFIG=/design/flow/config.mk WORK_HOME=/design/flow/orfs finish
### ./config.mk
export PLATFORM = sky130hd
export DESIGN_NAME = IDEX_Reg
export DESIGN_NICKNAME = IDEX_Reg
export VERILOG_FILES = /design/flow/design.v
export SDC_FILE = /design/flow/constraint.sdc
export NUM_CORES = 4
export LEC_CHECK = 1
export CORE_UTILIZATION = 40
### ./constraint.sdc
current_design IDEX_Reg

set clk_period 2.4
set clk_io_pct 0.2

create_clock -name clk0 -period $clk_period [get_ports {clk}]

set non_clock_inputs [all_inputs -no_clocks]
set_input_delay [expr $clk_period * $clk_io_pct] -clock clk0 $non_clock_inputs
set_output_delay [expr $clk_period * $clk_io_pct] -clock clk0 [all_outputs]
==> flow_metrics.env <==
# flow metrics
export IMPL_status="completed"
export IMPL_coreArea_mm2=0.00834
export IMPL_rr_endpoint="IDEX_increment_Reg.dff_b4.state"
export IMPL_ys_seq_share_pct=46.2
export IMPL_ctsHoldBuffers=0
export IMPL_final_hold_viol_count=0
export IMPL_cts_tree="built"
export IMPL_viasPerCell=4.36
export IMPL_synthCells=334
export IMPL_ff_type="dfxtp_1"
export IMPL_common_cells="dfxtp_1, mux2i_1, nor2_1"
export IMPL_grt_use_met2_pct=23.7
export IMPL_critPathMaxFanout=2
export IMPL_slowest_stage="clkdlybuf4s50_1"
export IMPL_post_cts_buffers=0
export IMPL_worstSetupStartpointType="register"
export IMPL_die_w_um=95.7
export IMPL_cp_end_kind="output port"
export IMPL_tns_ps=0
export IMPL_top_area_share_pct=46.2
export IMPL_synthToLayoutAreaGrowth_pct=35.6
export IMPL_ys_types=7
export IMPL_finalWorstSetupSlack_ps=740
export IMPL_crit_buf_inv=1
export IMPL_r2r_slack_ps=1780
export IMPL_cpPeakStageDelay_ps=510
export IMPL_place_gp_congestion=0.769
export IMPL_grt_busiest_layer="met2"
export IMPL_worstHoldPathType="reg2reg"
export IMPL_synth_cell_area_mm2=0.00351
export IMPL_clk_latency_ps=330
export IMPL_pre_cts_slack_ps=477
export IMPL_r2r_cells=2
export IMPL_yosysTopAreaCell="dfxtp_1"
export IMPL_path_delay_family="buffers and inverters"
export IMPL_cts_buffers=9
export IMPL_yosys_cells=334
export IMPL_yosys_warnings=1
export IMPL_maxCapViolCount=0
export IMPL_min_period_ps=1660
export IMPL_drt_initial_drc_count=43
export IMPL_fmax_mhz=602
export IMPL_fin_crit_sh_pct=69.2
export IMPL_topCellsByArea="dfxtp_1, mux2i_1, buf_4, nor2_1, buf_8"
export IMPL_io_buffers=165
export IMPL_dieArea_mm2=0.00916
export IMPL_ys_area_mm2=0.00351
export IMPL_drt_wirelength_per_cell_um=12.8
export IMPL_worstPathCellList="clkdlybuf4s50_1"
export IMPL_diodes=0
export IMPL_cts_htree_levels=3
export IMPL_required_ps=1920
export IMPL_cellPowerDensity_mw_per_mm2=571
export IMPL_grt_use_met1_pct=20.3
export IMPL_cts_root_buf="clkbuf_8"
export IMPL_worstMarginPinSlew_ps=491
export IMPL_holdWs_ps=492
export IMPL_grt_overflow_total=0
export IMPL_grt_pass1_vias=2222
export IMPL_rr_startpoint="IDEX_increment_Reg.dff_b4.state"
export IMPL_antenna_found_initial=0
export IMPL_clk_pin_slew_ps=80
export IMPL_drv_slew=0
export IMPL_openroad_warnings=25
export IMPL_cts_buffer_depth=2
export IMPL_ios=166
export IMPL_cts_resized=0
export IMPL_grt_max_degree=58
export IMPL_drt_wl_total_um=6800
export IMPL_initCoreUtil_pct=42.1
export IMPL_startpoint="IDEX_RegWrite_Reg.dff_bit0.state"
export IMPL_edf_count=0
export IMPL_drc=0
export IMPL_rsz0062_at_grt="false"
export IMPL_path_class="reg2out"
export IMPL_finalSetupViolCount=0
export IMPL_postRouteAntennaNets=0
export IMPL_skew_ps=0
export IMPL_hold_start="IDEX_instruction_Reg.dff_b5.state"
export IMPL_slew_headroom_pct=67.3
export IMPL_synthArstFlopShare_pct=0
export IMPL_clock_sinks=81
export IMPL_synth_seq_cells=81
export IMPL_fp_dieH_um=95.7
export IMPL_hpwl_um=4730
export IMPL_cp_arrival_ps=1180
export IMPL_p_leak_uw=0.00196
export IMPL_vdd_drop_max_v=0.000413
export IMPL_synth_area_per_cell_um2=10.5
export IMPL_grt_usage_pct=15.3
export IMPL_gr_usage_met3_pct=6.83
export IMPL_num_vias=2325
export IMPL_hold_path_depth=2
export IMPL_drive_above_1_share_pct=4.67
export IMPL_rows=33
export IMPL_grt_pass1_wl_um=10600
export IMPL_firstDrtPassIters=4
export IMPL_holdPathEnd="IDEX_instruction_Reg.dff_b5.state"
stage by stage:
step                utilization [%]  std cells  instance area, um2  power (uW)
floorplan                         -        334                3510        1650
global placement               54.9        518                4580        1820
detailed placement             54.9        518                4580        1820
CTS                            57.1        533                4760        2770
global route                   57.1        533                4760        2870
finish                         57.1        533                4760        2720
layer usage:
layer,up-vias,wire length (um)
li1,1187,-
met1,1018,2900
met2,109,2900
met3,11,828
met4,0,167
met5,-,0
logic make-up (layout without fill, tap and decap cells):
logic type	after synthesis	count (layout)	synth area share, %
buffers and inverters	90	184	21.9
DFF	81	81	46.2
muxes	81	81	23.1
and+or+nand+nor	82	82	8.84
worst max-delay path by stage:
stage,slack [ps],depth (start not counted),to
4_1_cts,720,1,IDEX_increment[14]
5_1_grt,660,1,IDEX_RegWrite
6_report,740,1,IDEX_RegWrite
layout make-up:
type	instances	area, um2
Multi-Input combinational cell	163	1120
Sequential cell	81	1620
Fill cell	746	3580
Timing Repair Buffer	169	1700
Tap cell	105	131
Clock buffer	10	128
Clock inverter	5	57.6
cell usage in the layout (no fill, tap or decap), drive strengths merged:
cell | synthesis | routed
dfxtp | 81 | 81
clkbuf | 0 | 10
clkdlybuf4s50 | 0 | 164
mux2i | 81 | 81
buf | 90 | 5
bufinv | 0 | 1
or2 | 1 | 1
clkinvlp | 0 | 3
clkinv | 0 | 1
nor2 | 81 | 81
power breakdown:
| part | switching [uW] | internal [uW] | total [uW] | leakage, uW |
|---|---|---|---|---|
| clock | 468 | 473 | 941 | 0.0000844 |
| combinational | 111 | 261 | 372 | 0.00122 |
| sequential | 20.8 | 1390 | 1410 | 0.000660 |
| total | 600 | 2120 | 2720 | 0.00196 |
Power is estimated from default activity; no workload was simulated.
